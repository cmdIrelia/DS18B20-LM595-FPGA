### flow/design.v
module Binary_to_BCD(
   input[7:0] binary,
   output reg[3:0] Hundreds,
   output reg[3:0] Tens,
   output reg[3:0] Ones
   );
integer i;
always@(binary) begin
    Hundreds = 4'd0;
    Tens = 4'd0;
    Ones = 4'd0;
    for(i=7;i>=0;i=i-1) begin
        if(Hundreds >= 5)
           Hundreds = Hundreds + 3;
        if(Tens >=5 )
            Tens = Tens + 3;
        if(Ones >= 5)
            Ones = Ones + 3;
        Hundreds = Hundreds<<1;
        Hundreds[0] = Tens[3];
        Tens = Tens<<1;
        Tens[0]=Ones[3];
        Ones = Ones<<1;
        Ones[0] = binary[i];
    end
end
endmodule
module DS18B20(
  input         clk,                     
  inout         one_wire,                
  output [15:0] temperature,              
  output reg[7:0] LED,
  output DIO,
  output SCLK,
  output RCLK
);
wire sys_rst_n;
assign sys_rst_n=1'b1;
wire sys_clk=clk;
reg[31:0] led_cnt;
always @(negedge sys_rst_n or posedge sys_clk) begin
	if(!sys_rst_n) begin
		led_cnt<='b0;
	end
	else begin
		if(led_cnt<'d50_000_000) begin
			led_cnt<=led_cnt+1'b1;
		end
		else led_cnt<='b0;
	end
end
always @(negedge sys_rst_n or posedge sys_clk) begin
	if(!sys_rst_n) begin
		LED<='b10101010;
	end
	else begin
		if(led_cnt=='b1) begin
			LED<=LED+1'b1;
		end
	end
end
 reg rst_n;
 reg [19:0]count;
 always@(posedge clk)
 begin
    if(count<20'h80000)
       begin
       rst_n<=1;
       count<=count+1;
       end
    else if(count<20'h8ffff)
       begin
       rst_n<=0;
       count<=count+1;
       end
    else
       rst_n<=1;
 end
reg [5:0] cnt;                          
always @ (posedge clk, negedge rst_n)
  if (!rst_n)
    cnt <= 0;
  else
    if (cnt == 49)
      cnt <= 0;
    else
      cnt <= cnt + 1'b1;
reg clk_1us;                             
always @ (posedge clk, negedge rst_n)
  if (!rst_n)
    clk_1us <= 0;
  else
    if (cnt <= 24)                       
      clk_1us <= 0;
    else
      clk_1us <= 1;      
reg [19:0] cnt_1us;                       
reg cnt_1us_clear;                        
always @ (posedge clk_1us)
  if (cnt_1us_clear)
    cnt_1us <= 0;
  else
    cnt_1us <= cnt_1us + 1'b1;
parameter S00     = 5'h00;
parameter S0      = 5'h01;
parameter S1      = 5'h03;
parameter S2      = 5'h02;
parameter S3      = 5'h06;
parameter S4      = 5'h07;
parameter S5      = 5'h05;
parameter S6      = 5'h04;
parameter S7      = 5'h0C;
parameter WRITE0  = 5'h0D;
parameter WRITE1  = 5'h0F;
parameter WRITE00 = 5'h0E;
parameter WRITE01 = 5'h0A;
parameter READ0   = 5'h0B;
parameter READ1   = 5'h09;
parameter READ2   = 5'h08;
parameter READ3   = 5'h18;
reg [4:0] state;                        
reg one_wire_buf;                       
reg [15:0] temperature_buf;             
reg [5:0] step;                         
reg [3:0] bit_valid;                    
always @(posedge clk_1us, negedge rst_n)
begin
  if (!rst_n)
  begin
    one_wire_buf <= 1'bZ;
    step         <= 0;
    state        <= S00;
  end
  else
  begin
    case (state)
      S00 : begin              
              temperature_buf <= 16'h001F;
              state           <= S0;
            end
      S0 :  begin                        
              cnt_1us_clear <= 1;
              one_wire_buf  <= 0;              
              state         <= S1;
            end
      S1 :  begin
              cnt_1us_clear <= 0;
              if (cnt_1us == 500)          
              begin
                cnt_1us_clear <= 1;
                one_wire_buf  <= 1'bZ;   
                state         <= S2;
              end 
            end
      S2 :  begin
              cnt_1us_clear <= 0;
              if (cnt_1us == 100)          
              begin
                cnt_1us_clear <= 1;
                state         <= S3;
              end 
            end
      S3 :  if (~one_wire)               
              state <= S4;
            else if (one_wire)           
              state <= S0;
      S4 :  begin
              cnt_1us_clear <= 0;
              if (cnt_1us == 400)          
              begin
                cnt_1us_clear <= 1;
                state         <= S5;
              end 
            end        
      S5 :  begin                        
              if      (step == 0)        
              begin
                step  <= step + 1'b1;
                state <= WRITE0;
              end
              else if (step == 1)
              begin
                step  <= step + 1'b1;
                state <= WRITE0;
              end
              else if (step == 2)
              begin                
                one_wire_buf <= 0;
                step         <= step + 1'b1;
                state        <= WRITE01; 
              end
              else if (step == 3)
              begin
                one_wire_buf <= 0;
                step         <= step + 1'b1;
                state        <= WRITE01;                
              end
              else if (step == 4)
              begin
                step  <= step + 1'b1;
                state <= WRITE0;
              end
              else if (step == 5)
              begin
                step  <= step + 1'b1;
                state <= WRITE0;
              end
              else if (step == 6)
              begin
                one_wire_buf <= 0;
                step         <= step + 1'b1;
                state        <= WRITE01;
              end
              else if (step == 7)
              begin
                one_wire_buf <= 0;
                step         <= step + 1'b1;
                state        <= WRITE01;
              end
              else if (step == 8)        
              begin
                step  <= step + 1'b1;
                state <= WRITE0;
              end
              else if (step == 9)
              begin
                step  <= step + 1'b1;
                state <= WRITE0;
              end
              else if (step == 10)
              begin
                one_wire_buf <= 0;
                step         <= step + 1'b1;
                state        <= WRITE01;
              end
              else if (step == 11)
              begin
                step  <= step + 1'b1;
                state <= WRITE0;
              end
              else if (step == 12)
              begin
                step  <= step + 1'b1;
                state <= WRITE0;
              end
              else if (step == 13)
              begin
                step  <= step + 1'b1;
                state <= WRITE0;
              end
              else if (step == 14)
              begin
                one_wire_buf <= 0;
                step         <= step + 1'b1;
                state        <= WRITE01;
              end
              else if (step == 15)
              begin
                step  <= step + 1'b1;
                state <= WRITE0;
              end
              else if (step == 16)
              begin
                one_wire_buf <= 1'bZ;
                step         <= step + 1'b1;
                state        <= S6;                
              end
              else if (step == 17)       
              begin
                step  <= step + 1'b1;
                state <= WRITE0;
              end
              else if (step == 18)
              begin
                step  <= step + 1'b1;
                state <= WRITE0;
              end
              else if (step == 19)
              begin
                one_wire_buf <= 0;
                step         <= step + 1'b1;
                state        <= WRITE01;                
              end
              else if (step == 20)
              begin
                step  <= step + 1'b1;
                state <= WRITE01;
                one_wire_buf <= 0;
              end
              else if (step == 21)
              begin
                step  <= step + 1'b1;
                state <= WRITE0;
              end
              else if (step == 22)
              begin
                step  <= step + 1'b1;
                state <= WRITE0;
              end
              else if (step == 23)
              begin
                one_wire_buf <= 0;
                step         <= step + 1'b1;
                state        <= WRITE01;
              end
              else if (step == 24)
              begin
                one_wire_buf <= 0;
                step         <= step + 1'b1;
                state        <= WRITE01;               
              end
              else if (step == 25)       
              begin
                step  <= step + 1'b1;
                state <= WRITE0;
              end
              else if (step == 26)
              begin
                one_wire_buf <= 0;
                step         <= step + 1'b1;
                state        <= WRITE01;                
              end
              else if (step == 27)
              begin
                one_wire_buf <= 0;
                step         <= step + 1'b1;
                state        <= WRITE01;                
              end
              else if (step == 28)
              begin
                one_wire_buf <= 0;
                step         <= step + 1'b1;
                state        <= WRITE01;                
              end
              else if (step == 29)
              begin
                one_wire_buf <= 0;
                step         <= step + 1'b1;
                state        <= WRITE01;
              end
              else if (step == 30)
              begin
                one_wire_buf <= 0;
                step         <= step + 1'b1;
                state        <= WRITE01;
              end
              else if (step == 31)
              begin
                step  <= step + 1'b1;
                state <= WRITE0;
              end
              else if (step == 32)
              begin
                one_wire_buf <= 0;
                step         <= step + 1'b1;
                state        <= WRITE01;
              end
              else if (step == 33)
              begin
                step  <= step + 1'b1;
                state <= S7;
              end 
            end
      S6 :  begin
              cnt_1us_clear <= 0;
              if (cnt_1us == 750000 | one_wire)      
              begin
                cnt_1us_clear <= 1;
                state         <= S0;     
              end 
            end
      S7 :  begin                        
              if      (step == 34)
              begin
                bit_valid    <= 0;
                one_wire_buf <= 0;
                step         <= step + 1'b1;
                state        <= READ0;
              end
              else if (step == 35)
              begin
                bit_valid    <= bit_valid + 1'b1;
                one_wire_buf <= 0;
                step         <= step + 1'b1;
                state        <= READ0;
              end
              else if (step == 36)
              begin
                bit_valid    <= bit_valid + 1'b1;
                one_wire_buf <= 0;
                step         <= step + 1'b1;
                state        <= READ0;
              end
              else if (step == 37)
              begin
                bit_valid    <= bit_valid + 1'b1;
                one_wire_buf <= 0;
                step         <= step + 1'b1;
                state        <= READ0;               
              end
              else if (step == 38)
              begin
                bit_valid    <= bit_valid + 1'b1;
                one_wire_buf <= 0;
                step         <= step + 1'b1;
                state        <= READ0;                
              end
              else if (step == 39)
              begin
                bit_valid    <= bit_valid + 1'b1;
                one_wire_buf <= 0;
                step         <= step + 1'b1;
                state        <= READ0;               
              end
              else if (step == 40)
              begin
                bit_valid    <= bit_valid + 1'b1;
                one_wire_buf <= 0;
                step         <= step + 1'b1;
                state        <= READ0;                
              end
              else if (step == 41)
              begin
                bit_valid    <= bit_valid + 1'b1;
                one_wire_buf <= 0;
                step         <= step + 1'b1;
                state        <= READ0;
              end
              else if (step == 42)
              begin
                bit_valid    <= bit_valid + 1'b1;
                one_wire_buf <= 0;
                step         <= step + 1'b1;
                state        <= READ0;                
              end
              else if (step == 43)
              begin
                bit_valid    <= bit_valid + 1'b1;
                one_wire_buf <= 0;
                step         <= step + 1'b1;
                state        <= READ0;
              end
              else if (step == 44)
              begin
                bit_valid    <= bit_valid + 1'b1;
                one_wire_buf <= 0;
                step         <= step + 1'b1;
                state        <= READ0;                
              end
              else if (step == 45)
              begin
                bit_valid    <= bit_valid + 1'b1;
                one_wire_buf <= 0;
                step         <= step + 1'b1;
                state        <= READ0;                
              end
              else if (step == 46)
              begin
                bit_valid    <= bit_valid + 1'b1;
                one_wire_buf <= 0;
                step         <= step + 1'b1;
                state        <= READ0;                
              end
              else if (step == 47)
              begin
                bit_valid    <= bit_valid + 1'b1;
                one_wire_buf <= 0;
                step         <= step + 1'b1;
                state        <= READ0;                
              end
              else if (step == 48)
              begin
                bit_valid    <= bit_valid + 1'b1;
                one_wire_buf <= 0;
                step         <= step + 1'b1;
                state        <= READ0;                
              end
              else if (step == 49)
              begin
                bit_valid    <= bit_valid + 1'b1;
                one_wire_buf <= 0;
                step         <= step + 1'b1;
                state        <= READ0;                
              end
              else if (step == 50)
              begin
                step  <= 0;
                state <= S0;
              end 
            end            
      WRITE0 :
            begin
              cnt_1us_clear <= 0;
              one_wire_buf  <= 0;        
              if (cnt_1us == 80)         
              begin
                cnt_1us_clear <= 1;
                one_wire_buf  <= 1'bZ;   
                state         <= WRITE00;
              end 
            end
      WRITE00 :                          
              state <= S5;
      WRITE01 :                          
              state <= WRITE1;
      WRITE1 :
            begin
              cnt_1us_clear <= 0;
              one_wire_buf  <= 1'bZ;     
              if (cnt_1us == 80)         
              begin
                cnt_1us_clear <= 1;
                state         <= S5;
              end 
            end
      READ0 : state <= READ1;            
      READ1 :
            begin
              cnt_1us_clear <= 0;
              one_wire_buf  <= 1'bZ;     
              if (cnt_1us == 10)         
              begin
                cnt_1us_clear <= 1;
                state         <= READ2;
              end 
            end
      READ2 :                            
            begin
              temperature_buf[bit_valid] <= one_wire;
              state                      <= READ3;
            end
      READ3 :
            begin
              cnt_1us_clear <= 0;
              if (cnt_1us == 55)         
              begin
                cnt_1us_clear <= 1;
                state         <= S7;
              end 
            end
      default : state <= S00;
    endcase 
  end 
end 
assign one_wire = one_wire_buf;          
wire [15:0] t_buf = temperature_buf & 16'h07FF ;
assign temperature[3:0]   = ((t_buf[3:0]>=10)?(t_buf[3:0]-10):t_buf[3:0])>>1;           
Binary_to_BCD U_Binary_to_BCD_1(.binary(t_buf[11:4]),
											.Hundreds(),
											.Tens(temperature[11:8]),
											.Ones(temperature[7:4])
											);
assign temperature[15:12] = temperature_buf[12] ? 1 : 0;                           
LCD U_LCD_1(
		.sys_clk(sys_clk),
		.sys_rst_n(sys_rst_n),
		.Num1(10),
		.Num2(temperature[3:0]),
		.Num3(temperature[7:4]),
		.Num4(temperature[11:8]),
		.DIO(DIO),
		.SCLK(SCLK),
		.RCLK(RCLK)
		);
endmodule
module LCD(
		sys_clk,
		sys_rst_n,
		Num1,
		Num2,
		Num3,
		Num4,
		DIO,
		SCLK,
		RCLK
		);
input sys_clk,sys_rst_n;
input[7:0] Num1;
input[7:0] Num2;
input[7:0] Num3;
input[7:0] Num4;
output reg DIO;
output reg SCLK;
output reg RCLK;
reg[31:0] count_5us;
reg clk;
always@(posedge sys_clk or negedge sys_rst_n) begin
	if(!sys_rst_n) begin
		count_5us<='b0;
		clk<='b0;
	end
	else begin
		if(count_5us<='d500_000) begin
			count_5us<=count_5us+1'b1;
			clk=~clk;
		end
		else begin
			count_5us<='b0;
		end
	end
end
localparam S00     = 5'h00;
localparam S01     = 5'h01;
localparam S10     = 5'h03;
localparam S11     = 5'h02;
localparam S20     = 5'h06;
localparam S21     = 5'h07;
localparam S30     = 5'h05;
localparam S31     = 5'h04;
localparam S7      = 5'h0C;
localparam WRITE0  = 5'h0D;
localparam WRITE1  = 5'h0F;
localparam WRITE2  = 5'h0E;
localparam WRITE3  = 5'h0A;
localparam WRITE4  = 5'h0B;
localparam WRITE5  = 5'h09;
localparam WRITE6  = 5'h08;
localparam WRITE7  = 5'h18;
reg[7:0] lut[10:0];
initial begin
	lut[0]='hc0;
	lut[1]='hf9;
	lut[2]='ha4;
	lut[3]='hb0;
	lut[4]='h99;
	lut[5]='h92;
	lut[6]='h82;
	lut[7]='hf8;
	lut[8]='h80;
	lut[9]='h90;
	lut[10]='hc6; 
end
reg[7:0] state;
reg[7:0] next_state,next_state2;
reg[7:0] write_data;
reg[7:0] write_data_cycle;
reg[7:0] write_cycle;
always @(posedge clk or negedge sys_rst_n) begin
	if(!sys_rst_n) begin
		state<=S00;
		DIO='b0;
		SCLK<='b0;
		RCLK<='b0;
		write_cycle<='b0;
		write_data_cycle<='d0;
	end
	else begin
		case(state)
		S00: begin
			write_data<=lut[Num1];
			state<=WRITE0;	 
			next_state2<=S01;
		end
		S01: begin
			write_data<=1;
			state<=WRITE0;	 
			next_state2<=WRITE1;	 
			next_state<=S10;
		end
		S10: begin
			write_data<=lut[Num2];
			state<=WRITE0;	 
			next_state2<=S11;
		end
		S11: begin
			write_data<=2;
			state<=WRITE0;	 
			next_state2<=WRITE1;	 
			next_state<=S20;
		end
		S20: begin
			write_data<=lut[Num3] & (~'h80);
			state<=WRITE0;	 
			next_state2<=S21;
		end
		S21: begin
			write_data<=4;
			state<=WRITE0;	 
			next_state2<=WRITE1;	 
			next_state<=S30;
		end
		S30: begin
			write_data<=lut[Num4];
			state<=WRITE0;	 
			next_state2<=S31;
		end
		S31: begin
			write_data<=8;
			state<=WRITE0;	 
			next_state2<=WRITE1;	 
			next_state<=S00;
		end
		WRITE0: begin
			DIO<=write_data['d7-write_data_cycle];
			case(write_cycle)
				0: begin
					write_cycle<=write_cycle+1'b1;
				end
				1: begin 
					SCLK=1'b0;
					write_cycle<=write_cycle+1'b1;
				end
				2: begin
					SCLK=1'b1;
					write_cycle<='b0;	 
					if(write_data_cycle=='d7) begin
						write_data_cycle<='b0;
						state<=next_state2;
					end
					else begin
						write_data_cycle<=write_data_cycle+1'b1;	 
					end
				end
			endcase
		end
		WRITE1: begin
			RCLK<=1'b0;
			state<=WRITE2;
		end
		WRITE2: begin
			RCLK<=1'b1;
			state<=WRITE3;
		end
		WRITE3: begin
			state<=next_state;
		end
		endcase
	end
end
endmodule
### flow/run.sh
#!/bin/bash
# OpenROAD 26Q1-2900-gdf79404cd8, Yosys 0.63+post, stock flow scripts
make -C /OpenROAD-flow-scripts/flow DESIGN_CONFIG=/design/flow/config.mk WORK_HOME=/design/flow/orfs finish
### flow/config.mk
export PLATFORM = sky130hd
export DESIGN_NAME = DS18B20
export DESIGN_NICKNAME = DS18B20
export VERILOG_FILES = /design/flow/design.v
export SDC_FILE = /design/flow/constraint.sdc
export NUM_CORES = 4
export LEC_CHECK = 1
export CORE_UTILIZATION = 30
### flow/constraint.sdc
current_design DS18B20

set clk_period 2.2
set clk_io_pct 0.2

create_clock -name clk0 -period $clk_period [get_ports {clk}]

set non_clock_inputs [all_inputs -no_clocks]
set_input_delay [expr $clk_period * $clk_io_pct] -clock clk0 $non_clock_inputs
set_output_delay [expr $clk_period * $clk_io_pct] -clock clk0 [all_outputs]
==> results.py <==
# Synthesis and PnR figures
metrics = {
    "sta": {
        "finalClockPeriodUsage_pct": 94.0,
        "untimed_endpoints": 168,
        "unclocked_regs": 98,
        "slew_viol_final": 0,
        "fmax_mhz": 484,
        "rsz0062_at_grt": "true",
        "skew_ns": 0.00958,
        "setup_viol": 0,
        "worst_slew_pin_slew_ns": 0.832,
        "fin_hold_ws_ns": 0.200,
        "slew_headroom_pct": 43.8,
        "final_hold_viol_count": 0,
        "fin_crit_ns": 2.07,
    },
    "clocking": {
        "cts_tree": "yes",
        "holdBufCountCts": 0,
        "cts_inserted_buffers": 9,
        "clock_path_buffers": 2,
        "clk_pin_slew_ns": 0.07,
        "cts_root_buf": "clkbuf_16",
        "postCtsSetupBuffers": 0,
        "cts-htree-levels": 3,
        "clkLatencyLatePin_ns": 0.34,
    },
    "pwr": {
        "ir_drop_uv": 332,
        "p_leak_uw": 0.00426,
        "p_per_area_mw_per_mm2": 306,
    },
    "finish": {
        "fin_util_pct": 34.4,
        "finalNonFillerCells": 1569,
        "synthToLayoutAreaGrowth_pct": 11.9,
        "lay_top_count": "nor2_1",
        "layout-drive-gt1-share_pct": 7.05,
        "final_cell_mix": "nor2_1 (137), nand2_1 (99), dfxtp_1 (85)",
        "nFillCells": 3313,
    },
    "synthesis": {
        "area_leaders": "edfxtp_1 (24%), dfxtp_1 (16%), dfrtp_1 (7.0%)",
        "synth_area_mm2": 0.0104,
        "ys_cells": 1078,
        "synth_cells": 1078,
        "synth.distinct_cells": 84,
        "synth_area_per_cell_um2": 9.64,
        "ys_seq_share_pct": 47.9,
        "yosys_warnings": 13,
        "ys_ff": 199,
        "edf_count": 84,
        "ys_area_mm2": 0.0104,
        "yosys.area.top_type": "edfxtp_1",
        "synthFlopType": "dfxtp_1",
        "synth_top_area_share_pct": 24.3,
        "postSynth.asyncResetShare_pct": 15.1,
    },
    "placement": {
        "io_buffers": 24,
        "place.gp.congestion": 0.884,
        "dp.cells": 1551,
        "dp_hpwl_um": 12900,
    },
    "run": {
        "warning_count": 53,
        "drv_cap": 0,
    },
    "setup_path": {
        "cp_max_fo": 4,
        "critPathCaptureType": "flip-flop",
        "critPathKind": "flip-flop to flip-flop",
        "cp_top_family": "AND-OR/OR-AND gates",
        "cp_cell_sequence": "inv_1 -> ha_1 -> or4b_4 -> a211oi_2 -> o21ai_2 -> a21oi_2 -> o2111ai_2 -> inv_1",
        "cp.arrival_ns": 2.13,
        "path_buffers": 2,
        "cpMaxStageDelayCell": "or4b_4",
        "critPathMostFrequentCell": "inv_1",
        "max_stage_delay_ns": 0.45,
        "required_ns": 2.26,
        "cp-start-kind": "flip-flop",
    },
    "die": {
        "rows": 67,
        "num_io_pins": 29,
        "die_w_um": 188,
        "initial_utilization_pct": 30.8,
        "die_y_um": 188,
        "coreArea_mm2": 0.0338,
        "die_area_mm2": 0.0354,
    },
    "detailed_routing": {
        "wirelength_um": 17600,
        "drtIter0Drc": 405,
        "avgRoutedWirePerCell_um": 11.2,
        "ant_nets": 0,
        "vias": 7332,
        "diodes": 0,
        "drc_errors": 0,
        "dr.pass1.iters": 7,
        "vias_per_cell": 4.67,
    },
    "worst_hold_path": {
        "hold_class": "flip-flop to asynchronous set/reset pin",
    },
    "global_routing": {
        "antenna_found_initial": 0,
        "grt_max_degree": 47,
        "grt_pass1_vias": 6658,
        "grt.total_usage_pct": 10.3,
        "grt_overflow": 0,
        "grt_first_pass_wirelength_um": 30800,
    },
    "status": {
        "status": "completed",
    },
}
-- stage by stage --
stage	total power (µW)	setup WS (ns)	setup TNS, ns	area (µm²)
floorplan	1980	0.000843	0	10500
global placement	1980	0.0550	0	11300
detailed placement	1980	-0.0314	-0.283	11300
CTS	3620	0.00393	0	11600
global route	3680	-0.00695	-0.00695	11600
finish	3560	0.133	0	11600
-- worst register-to-register path: stages (launching register included) --
cell and delay, ns:
dfxtp_1 0.32, inv_1 0.07, ha_1 0.14, or4b_4 0.45, a211oi_2 0.23, o21ai_2 0.08
a21oi_2 0.17, o2111ai_2 0.21, inv_1 0.12
-- timing repair --
| item | in CTS | in global routing |
|---|---|---|
| pin swaps | 1 | 3 |
| gates resized | 2 | 11 |
| endpoints found under the setup margin | 19 | 41 |
| gates cloned | 0 | 2 |
-- Yosys cell counts, types with 4 or more instances --
cell type / n
a211oi_1: 4
a21oi_1: 35
a31oi_1: 10
and2_1: 8
and3_1: 26
buf_4: 6
clkbuf_1: 30
dfrtp_1: 29
dfxtp_1: 85
edfxtp_1: 84
ha_1: 48
inv_1: 58
mux2_2: 4
mux2i_1: 7
nand2_1: 99
nand2b_1: 11
nand3_1: 63
nand3b_1: 5
nand4_1: 18
nor2_1: 139
nor2b_1: 15
nor3_1: 31
nor4_1: 15
o21ai_0: 35
o21bai_1: 6
o22ai_1: 4
or2_2: 7
or3_1: 8
or4_1: 7
xnor2_1: 51
xor2_1: 51
-- report_power, final --
group / switching (µW) / total, µW / leakage, µW / internal, µW
registers: 4.56 / 1930 / 0.00184 / 1920
clock network: 697 / 1630 / 0.000153 / 932
logic: 6.96 / 9.24 / 0.00227 / 2.28
-- flip-flops by register name, summed over array words and instances (netlist names), 3 cells and up --
name	count
U_LCD_1.write_cycle	8
temperature_buf	12
LED	8
led_cnt	32
state	17
U_LCD_1.count_5us	32
U_LCD_1.state	4
step	6
U_LCD_1.write_data	8
cnt	6
U_LCD_1.next_state2	4
U_LCD_1.write_data_cycle	8
U_LCD_1.next_state	3
bit_valid	4
cnt_1us	20
count	20
-- final timing paths --
kind                                                          to  slack (ns)                              from  cells after the start
worst min-delay path                           clk_1us$_DFF_PN0_        0.20                  rst_n$_SDFF_PN1_                      0
worst max register to register             U_LCD_1.clk$_DFFE_PP_        0.13   U_LCD_1.count_5us[1]$_SDFF_PN0_                      8
worst min register to register                 clk_1us$_DFF_PN0_        0.20                  rst_n$_SDFF_PN1_                      0
min in group clk0               U_LCD_1.count_5us[18]$_SDFF_PN0_        0.50  U_LCD_1.count_5us[18]$_SDFF_PN0_                      2
worst max-delay path                       U_LCD_1.clk$_DFFE_PP_        0.13   U_LCD_1.count_5us[1]$_SDFF_PN0_                      8
max in group asynchronous                       cnt[5]$_DFF_PN0_        1.64                  rst_n$_SDFF_PN1_                      0
-- layout make-up --
| class | instances | area (µm²) | area share [%] |
|---|---|---|---|
| Multi-Input combinational cell | 806 | 5160 | 44.4 |
| Tap cell | 448 | 561 | 4.82 |
| Inverter | 59 | 221 | 1.90 |
| Clock inverter | 6 | 77.6 | 0.667 |
| Sequential cell | 199 | 4980 | 42.8 |
| Clock buffer | 10 | 239 | 2.05 |
| Timing Repair Buffer | 41 | 398 | 3.42 |
-- per-layer routing --
metal  global-route usage, %  vias up  wire [µm]
met5                       0        -          0
met4                   0.750        0         99
met3                    1.07       13        418
met2                    15.7       88       7840
met1                    17.0     3409       9280
li1                        -     3822          -
-- logic make-up after synthesis --
logic type,count (synthesis),synth area share [%]
adder cells (fa/ha/maj),48,5.78
buffers and inverters,96,3.69
multiplexers,16,2.12
AND-OR/OR-AND,146,9.87
XOR/XNOR,103,8.75
AND/OR/NAND/NOR,469,21.9
flip-flops,199,47.9
other,1,0.0361
Power is estimated from default activity; no workload was simulated.
